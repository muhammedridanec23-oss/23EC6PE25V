[config.mk]
export PLATFORM = sky130hd
export DESIGN_NAME = alu
export DESIGN_NICKNAME = alu
export VERILOG_FILES = /design/flow/design.v
export SDC_FILE = /design/flow/constraint.sdc
export NUM_CORES = 4
export LEC_CHECK = 1
export CORE_AREA = 10 10 78 78
export DIE_AREA = 0 0 88 88
[constraint.sdc]
current_design alu

set clk_period 3.8
set clk_io_pct 0.2

create_clock -name clk0 -period $clk_period

set non_clock_inputs [all_inputs -no_clocks]
set_input_delay [expr $clk_period * $clk_io_pct] -clock clk0 $non_clock_inputs
set_output_delay [expr $clk_period * $clk_io_pct] -clock clk0 [all_outputs]
[design.v]
interface clock_interface (input logic clk);
    logic reset;
    logic [5:0] seconds;
    logic [5:0] minutes;
    modport DUT (
        input  clk,
        input  reset,
        output seconds,
        output minutes
    );
    modport TB (
        input  clk,
        output reset,
        input  seconds,
        input  minutes
    );
endinterface
typedef enum bit [1:0] {ADD, SUB, AND, OR} opcode_e;
module alu (
    input  logic  [7:0] a,
    input  logic  [7:0] b,
    input  opcode_e     op,
    output logic  [7:0] y
);
    always_comb
        case (op)
            ADD: y = a + b;
            SUB: y = a - b;
            AND: y = a & b;
            OR : y = a | b;
        endcase
endmodule
[run.sh]
#!/bin/bash
# OpenROAD 26Q1-2900-gdf79404cd8, Yosys 0.63+post, stock flow scripts
make -C /OpenROAD-flow-scripts/flow DESIGN_CONFIG=/design/flow/config.mk WORK_HOME=/design/flow/orfs finish
==> out/summary.log <==
[run_status] status complete, no violations
[timing] Worst Hold Slack 2130 ps
[placed_design] Final HPWL DP 1870 microns
[routing] final antenna-violating net count 0
[floorplanning] I/O pin cnt 26
[yosys] average cell area after synthesis 7.42 sq um
[finish] count of clock buffers in the final design 0
[worst_hold_path] Hold Crit Class in -> out
[power] Pint 144 uW
[routing] First-pass DRT Iterations 4
[timing] number of max-slew violations in the final report 0
[finish] Flops 0
[global_routing] gr usage total 5.83%
[timing] final number of hold-violating endpoints 0
[finish] Register Area 0 sq um
[worst_hold_path] worst hold start op[1]
[setup_path] start-to-end type of the worst setup path in -> out
[timing] min Tclk post-route 3630 ps
[timing] normalized max-slew margin 83.0%
[placed_design] Post-DP Area 1210 sq um
[finish] growth of design area from synthesis to finish 87.7%
[floorplanning] chip area 7740 sq um
[timing] post-layout period usage 95.5%
[yosys] warning count from the yosys run 1
[setup_path] arrival time reported for the critical path endpoint 2870 ps
[yosys] cells in synth_stat.txt 100
[setup_path] Most Frequent Cell on Critical Path buf_4
[yosys] sequential cell area fraction in the yosys report 0%
[setup_path] critical path's largest stage delay 360 ps
[power] Sw Ratio 41.7%
[power] total power 247 uW
[yosys] Top-area cell share 16.9%
[flow_run] total number of warnings across the stage logs 35
[finish] most common library cell in the layout ignoring fill and taps buf_4
[power] IR Drop Worst-Case VDD 0.0000391 V
[routing] Via Count 876
[floorplanning] height of the chip 88 microns
[setup_path] cell class contributing the biggest share of worst-path delay buffers and inverters
[clock_tree] number of buffers inserted by hold repair at cts 0
[global_routing] via count of the first global-routing pass 879
[floorplanning] horizontal die dimension 88 microns
[setup_path] Req. time, crit path 3040 ps
[placed_design] routability-driven placement congestion ratio 0.821
[placed_design] input/output buffers 26
[flow_run] max cap viols 0
[routing] total wirelength of the detailed-routed design 2370 microns
[setup_path] Critical Path Sink Type primary output
[yosys] summed standard-cell area reported by yosys 742 sq um
[floorplanning] initial cell density of the core 16.8%
[finish] share of cells above drive strength 1 42.9%
[yosys] cell type with the largest total area ha_1
[finish] most frequent logic cells in the routed design buf_4 (29), clkdlybuf4s50_1 (14), xnor2_1 (10), nand2_1 (8)
[finish] cell area after layout 1390 sq um
[timing] post-route setup TNS 0 ps
[setup_path] series of cell instances along the critical path dlygate4sd2_1 -> buf_4 -> inv_1 -> a31oi_1 -> xnor2_1 -> ha_1 -> o2111ai_4 -> nand3b_1 -> buf_4 -> buf_4 -> xnor2_1 -> o21ai_1 -> dlygate4sd2_1
[global_routing] wire length of the first global-routing pass 3870 microns
[yosys] area of the mapped netlist 742 sq um
[yosys] main area contributors after synthesis ha_1 (17%), xnor2_1 (12%), maj3_1 (8.1%)
[global_routing] initial antenna violation count 0
[worst_hold_path] hold path depth 4
[routing] Iter 0 DRT Violations 65
[timing] total of endpoints with negative setup slack in the final report 0
[power] PwrDens 178 nW/um^2
[timing] transition time at the pin with the least slew margin 256 ps
[routing] vias per inst 4.25
[floorplanning] number of rows in the core area 24
[floorplanning] core area 4410 sq um
[global_routing] maximum number of pins on one net before global-route repair 18
[setup_path] largest fanout on the critical path 3
[power] Net Sw Power 103 uW
[power] share of power burned in the clock network 0%
[setup_path] worst path buffer plus inverter count 6
[setup_path] nature of the critical path startpoint input pin
[yosys] count of distinct cell types in the synthesized netlist 33
[global_routing] remaining global-route overflow 0
[routing] antenna fix cells 0
[setup_path] slowest library cell on the worst path ha_1
[power] sequential group share of total power 0%
[power] leakage power figure 0.000601 uW
[routing] detailed-route DRC error count 0
[routing] Routed WL per cell 11.5 microns
[timing] achievable clock frequency 276 MHz
[worst_hold_path] hold path endpoint y[6]
[yosys] Post-Syn Instances 100
[power] combinational share of power 100.0%
==> cell type report <==
cell class	instances	area [sq um]
fillers	453	3020
multi-input cells	87	811
repair buffers	58	483
well taps	52	65.1
inverters	9	33.8
==> Yosys cell counts (2+ instances only) <==
| library cell | count |
|---|---|
| nand2_1 | 9 |
| nor3_1 | 4 |
| maj3_1 | 6 |
| inv_1 | 9 |
| o21ai_0 | 7 |
| a21oi_1 | 6 |
| a21o_1 | 2 |
| buf_6 | 3 |
| mux2i_1 | 3 |
| ha_1 | 10 |
| xnor2_1 | 10 |
| xor2_1 | 2 |
| a31oi_1 | 2 |
| nor2_1 | 8 |
==> worst max-delay path by stage <==
stage,start,endpoint,slack (ps),cells past startpoint
4_1_cts,b[0],y[6],-5,14
5_1_grt,b[1],y[5],-4,14
6_report,b[2],y[5],170,13
==> power by group through the flow <==
stage	Combinational, uW	Sequential, uW	Clock [uW]
finish	247	0	0
global route	275	0	0
CTS	232	0	0
==> metrics by stage <==
stage	setup slack [ps]	instances	utilization (%)
floorplan	372	100	-
global placement	-568	198	27.4
CTS	-5.21	205	29.8
finish	170	206	31.5
global route	-3.91	206	31.5
detailed placement	-538	198	27.4
==> logic make-up after synthesis <==
group / count (synthesis) / synth area share, %
and+or+nand+nor: 31 / 21.6
muxes: 4 / 5.56
buffers and inverters: 13 / 9.61
adders and majority gates: 17 / 27.7
AOI/OAI and AO/OA: 23 / 21.4
xor gates and xnor gates: 12 / 14.2
==> layer usage <==
layer	vias up	GRT usage, %	part of all wire, %
li1	467	-	-
met1	394	7.63	46
met4	0	0	0
met5	-	0	0
met3	0	1.03	6.4
met2	15	10.3	47
==> worst min-delay path, delay by kind of cell <==
kind / cells / cell delay [ps]
AND-OR/OR-AND: 1 / 80
buffers and inverters: 3 / 510
==> repair_timing <==
item / in CTS / in global routing
resized: 30 / 30
pin swaps: 22 / 25
buffers inserted: 8 / 1
endpoints found under the setup margin: 5 / 4
Power figures rest on the tool's default switching activity, not on a simulated workload.
