**flow/design.v**
```verilog
interface clock_interface (input logic clk);
    logic reset;
    logic [5:0] seconds;
    logic [5:0] minutes;
    modport DUT (
        input  clk,
        input  reset,
        output seconds,
        output minutes
    );
    modport TB (
        input  clk,
        output reset,
        input  seconds,
        input  minutes
    );
endinterface
module dual_port_ram #(
    parameter ADDR_WIDTH = 4,
    parameter DATA_WIDTH = 8
)(
    input  logic                     clk,
    input  logic                     we_a,
    input  logic [ADDR_WIDTH-1:0]    addr_a,
    input  logic [DATA_WIDTH-1:0]    wdata_a,
    input  logic [ADDR_WIDTH-1:0]    addr_b,
    output logic [DATA_WIDTH-1:0]    rdata_b
);
    logic [DATA_WIDTH-1:0] mem [0:(1<<ADDR_WIDTH)-1];
    always_ff @(posedge clk) begin
        if (we_a)
            mem[addr_a] <= wdata_a;
    end
    assign rdata_b = mem[addr_b];
endmodule
```
**flow/run.sh**
```bash
#!/bin/bash
# OpenROAD 26Q1-2900-gdf79404cd8, Yosys 0.63+post, stock flow scripts
make -C /OpenROAD-flow-scripts/flow DESIGN_CONFIG=/design/flow/config.mk WORK_HOME=/design/flow/orfs finish
```
**flow/config.mk**
```make
export PLATFORM = sky130hd
export DESIGN_NAME = dual_port_ram
export DESIGN_NICKNAME = dual_port_ram
export VERILOG_FILES = /design/flow/design.v
export SDC_FILE = /design/flow/constraint.sdc
export NUM_CORES = 4
export LEC_CHECK = 1
export CORE_UTILIZATION = 50
```
**flow/constraint.sdc**
```tcl
current_design dual_port_ram

set clk_period 2.2
set clk_io_pct 0.2

create_clock -name clk0 -period $clk_period [get_ports {clk}]

set non_clock_inputs [all_inputs -no_clocks]
set_input_delay [expr $clk_period * $clk_io_pct] -clock clk0 $non_clock_inputs
set_output_delay [expr $clk_period * $clk_io_pct] -clock clk0 [all_outputs]
```
==> report_table.html <==
<h2>Synthesis and place &amp; route</h2>
<table>
<tr><th>Metric</th><th>Value</th></tr>
<tr><th colspan="2">Yosys</th></tr>
<tr><td>Fa+ha+maj area frac</td><td>0%</td></tr>
<tr><td>Simple-Gate Fraction of Synth Area</td><td>3.287%</td></tr>
<tr><td>Cell with the most instances after synthesis</td><td>sky130_fd_sc_hd__edfxtp_1</td></tr>
<tr><td>Top cells by area</td><td>sky130_fd_sc_hd__edfxtp_1 77%, sky130_fd_sc_hd__mux4_2 8.1%, sky130_fd_sc_hd__mux4_1 7.4%</td></tr>
<tr><td>Primary FF master, synth</td><td>sky130_fd_sc_hd__edfxtp_1</td></tr>
<tr><td>Post-synthesis area per instance</td><td>22.57 µm²</td></tr>
<tr><td>Synth Area in Compound Gates</td><td>2.408%</td></tr>
<tr><td>Post-synth mux share</td><td>15.50%</td></tr>
<tr><td>Cell Area, Synth</td><td>4987 µm²</td></tr>
<tr><td>Post-synth cell types</td><td>18</td></tr>
<tr><td>XOR/XNOR Fraction of Synth Area</td><td>0%</td></tr>
<tr><td>Leading cell types by count after synthesis</td><td>128 x sky130_fd_sc_hd__edfxtp_1, 18 x sky130_fd_sc_hd__mux4_2, 16 x sky130_fd_sc_hd__a22oi_1</td></tr>
<tr><td>Yosys top cell by area</td><td>sky130_fd_sc_hd__edfxtp_1</td></tr>
<tr><td>Synth Seq Share</td><td>77.07%</td></tr>
<tr><td>Async set or reset register ratio after synthesis</td><td>0%</td></tr>
<tr><td>Fraction of post-synthesis cell area in the top cell type by area</td><td>77.07%</td></tr>
<tr><td>Summed standard-cell area reported by yosys</td><td>4987 µm²</td></tr>
<tr><td>Yosys reg bits</td><td>128</td></tr>
<tr><td>Dominant non-sequential cell family after synthesis</td><td>multiplexers</td></tr>
<tr><td>Flip-flops with a built-in enable</td><td>128</td></tr>
<tr><td>Synth Instances</td><td>221</td></tr>
<tr><td>Total number of yosys warnings</td><td>1</td></tr>
<tr><td>Cell total in the yosys stat output</td><td>221</td></tr>
<tr><th colspan="2">Global routing</th></tr>
<tr><td>Number of global-route vias before repair</td><td>2802</td></tr>
<tr><td>Global-route wire length before repair</td><td>15700 µm</td></tr>
<tr><td>Largest net degree at the start of global routing</td><td>17</td></tr>
<tr><td>Grt ovf</td><td>0</td></tr>
<tr><td>Global-route usage over all layers</td><td>24.08%</td></tr>
<tr><td>Initial antenna violation count</td><td>0</td></tr>
<tr><th colspan="2">Place</th></tr>
<tr><td>Final estimated routing congestion in global placement</td><td>0.7822</td></tr>
<tr><td>Count of buffers from port buffering</td><td>25</td></tr>
<tr><td>Number of cells after detailed placement</td><td>403</td></tr>
<tr><td>Post-detailed-placement half-perimeter wirelength</td><td>6184 µm</td></tr>
<tr><th colspan="2">Final timing</th></tr>
<tr><td>Hold Fails Final Rpt</td><td>0</td></tr>
<tr><td>Final max-slew violation count</td><td>0</td></tr>
<tr><td>Final Critical Period</td><td>2223 ps</td></tr>
<tr><td>PnR worst setup slack</td><td>-22.64 ps</td></tr>
<tr><td>Setup violations, final</td><td>2</td></tr>
<tr><td>Worst slew margin relative to its limit</td><td>60.11%</td></tr>
<tr><td>Period utilisation layout</td><td>101.0%</td></tr>
<tr><td>Unrepaired setup endpoints after global routing</td><td>true</td></tr>
<tr><td>Worst Max-Slew Pin Slew</td><td>596.4 ps</td></tr>
<tr><td>Worst slack on hold paths</td><td>878.2 ps</td></tr>
<tr><td>Maximum achievable frequency</td><td>449.9 MHz</td></tr>
<tr><th colspan="2">Min path</th></tr>
<tr><td>Hold Path Class</td><td>in -&gt; reg</td></tr>
<tr><td>Worst hold path depth</td><td>1</td></tr>
<tr><th colspan="2">Clock network</th></tr>
<tr><td>Cell at the root of the clock tree</td><td>sky130_fd_sc_hd__clkbuf_8</td></tr>
<tr><td>TritonCTS Buffers</td><td>17</td></tr>
<tr><td>Max Root-Sink Buffers</td><td>2</td></tr>
<tr><td>Post-CTS clock slew at the launch and capture registers of the worst setup and hold paths</td><td>60 ps</td></tr>
<tr><td>Number of H-tree levels</td><td>4</td></tr>
<tr><td>Sinks on Clock Net</td><td>128</td></tr>
<tr><td>Clock tree from TritonCTS</td><td>built</td></tr>
<tr><th colspan="2">Route</th></tr>
<tr><td>Detailed-routing iteration count for the pre-antenna-repair pass</td><td>4</td></tr>
<tr><td>Final antenna-violating net count</td><td>0</td></tr>
<tr><td>Antenna diode instance count</td><td>0</td></tr>
<tr><td>Via density</td><td>5.631</td></tr>
<tr><td>Drt initial violations</td><td>127</td></tr>
<tr><td>Average detailed-routed wire length per instance</td><td>23.10 µm</td></tr>
<tr><td>Vias post-DR</td><td>2472</td></tr>
<tr><td>Post-Route WL</td><td>10140 µm</td></tr>
<tr><td>DRC</td><td>0</td></tr>
<tr><th colspan="2">Power and ir drop</th></tr>
<tr><td>Power per Cell Area</td><td>921.3 nW/µm²</td></tr>
<tr><td>VDD IR-drop max</td><td>561.2 µV</td></tr>
<tr><td>Overall power</td><td>5803 µW</td></tr>
<tr><td>Leakage power</td><td>0.002094 µW</td></tr>
<tr><th colspan="2">Final layout</th></tr>
<tr><td>Fillers</td><td>666</td></tr>
<tr><td>Layout cell share with drive strength beyond 1</td><td>41.50%</td></tr>
<tr><td>Largest Register</td><td>mem</td></tr>
<tr><td>Layout-stage area growth over the synthesis result</td><td>26.29%</td></tr>
<tr><td>Final cell utilization of the core</td><td>64.74%</td></tr>
<tr><td>Final instance count without filler cells</td><td>439</td></tr>
<tr><td>Regs by FF count</td><td>mem: 128 flops</td></tr>
<tr><td>Largest register FFs</td><td>128</td></tr>
<tr><th colspan="2">Setup path</th></tr>
<tr><td>Endpoint arrival time on the critical path</td><td>1780 ps</td></tr>
<tr><td>Cell chain of the critical path</td><td>mux4_2 &gt; a22oi_2 &gt; nand2_1 &gt; buf_2</td></tr>
<tr><td>WS Path Type</td><td>reg -&gt; out</td></tr>
<tr><td>Startpoint kind of the worst setup timing path</td><td>flip-flop</td></tr>
<tr><td>CP delay by family, top</td><td>multiplexers</td></tr>
<tr><td>Crit path DRT</td><td>1760 ps</td></tr>
<tr><td>Slowest stage cell on the critical path</td><td>sky130_fd_sc_hd__mux4_2</td></tr>
<tr><td>Largest stage delay on the critical path</td><td>480 ps</td></tr>
<tr><td>Crit end category</td><td>primary output</td></tr>
<tr><td>CP Buf/Inv Count</td><td>1</td></tr>
<tr><td>Number of cells on the critical path</td><td>4</td></tr>
<tr><td>Highest fanout seen on the critical path</td><td>1</td></tr>
<tr><th colspan="2">Floorplan</th></tr>
<tr><td>DIE HEIGHT</td><td>101.9 µm</td></tr>
<tr><td>Area of the die</td><td>10380 µm²</td></tr>
<tr><td>Number of top-level pins</td><td>26</td></tr>
<tr><td>Effective utilization at floorplan</td><td>51.26%</td></tr>
<tr><td>Row cnt</td><td>36</td></tr>
<tr><td>Overall die width</td><td>101.9 µm</td></tr>
<tr><td>Core area</td><td>9729 µm²</td></tr>
<tr><th colspan="2">Status</th></tr>
<tr><td>Status</td><td>finished, violations left</td></tr>
<tr><td>Failing checks</td><td>setup timing</td></tr>
<tr><th colspan="2">Job</th></tr>
<tr><td>OpenROAD warning count</td><td>27</td></tr>
<tr><td>Max-cap viol count</td><td>0</td></tr>
</table>
[cells by family (layout without fill, tap and decap cells)]
kind of cell           count (synthesis)  in the layout
DFF                                  128            128
and+or+nand+nor                       35             35
muxes                                 32             32
AOI/OAI and AO/OA                     16             16
buffers and inverters                 10             95
[layout by cell type, fill, tap and decap left out, drive strengths merged]
cell and instances:
a22oi 16, and2 1, and2b 1, buf 46, bufbuf 1, bufinv 3, clkbuf 18, clkdlybuf4s15 1
clkdlybuf4s50 15, clkinv 7, clkinvlp 4, edfxtp 128, mux4 32, nand2 9, nand2b 2, nand3 1
nand3b 2, nor2 13, nor2b 1, nor3 4, or3b 1
[layer usage]
| layer | GRT usage, % | wire, µm | vias to the layer above |
|---|---|---|---|
| met2 | 34.36 | 4845 | 135 |
| met3 | 13.42 | 1252 | 10 |
| met4 | 2.198 | 95 | 2 |
| met1 | 39.51 | 3926 | 1240 |
| met5 | 1.923 | 23 | - |
| li1 | - | - | 1085 |
[final cells by class]
class	count	area [µm²]	share of cell area, %
clock buffers	18	417.9	6.635
clock inverters	14	167.7	2.662
multi-input cells	83	1096	17.40
flip-flops and latches	128	3844	61.03
well taps	133	166.4	2.642
repair buffers	63	606.8	9.634
[report_power, final]
group	internal [µW]	switching [µW]
logic	181	169
clock network	1720	987
registers	2740	11.0
[metrics by stage]
step           instance area [µm²]  setup WS, ps  TNS, ps
6_report                      6299        -22.64   -23.51
5_1_grt                       6299        -116.7   -536.1
4_1_cts                       6276        -53.84   -121.0
3_5_place_dp                  5643        -600.3    -4229
3_3_place_gp                  5643        -571.9    -4182
2_1_floorplan                 4987         267.1        0
[timing repair]
item | in CTS | in global routing
pin swaps | 19 | 4
setup endpoints to repair | 8 | 8
buffers inserted | 3 | 0
resized | 54 | 7
gates cloned | 1 | 0
hold buffers | 0 | 0
[worst paths after layout]
path                             from              endpoint  slack [ps]
setup / recovery  mem[2][2]$_DFFE_PP_            rdata_b[2]         -20
hold / removal             wdata_a[3]  mem[15][3]$_DFFE_PP_         880
Power is estimated from default activity; no workload was simulated.
