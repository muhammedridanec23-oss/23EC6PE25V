==> flow/design.v <==
interface clock_interface (input logic clk);
    logic reset;
    logic [5:0] seconds;
    logic [5:0] minutes;
    modport DUT (
        input  clk,
        input  reset,
        output seconds,
        output minutes
    );
    modport TB (
        input  clk,
        output reset,
        input  seconds,
        input  minutes
    );
endinterface
module fifo (
    input  logic       clk,
    input  logic       wr,
    input  logic       rd,
    input  logic [7:0] din,
    output logic       full,
    output logic       empty
);
    logic [3:0] cnt = 0;
    assign full  = (cnt == 4'd15);
    assign empty = (cnt == 4'd0);
    always_ff @(posedge clk) begin
        if (wr && !full)
            cnt <= cnt + 1'b1;
        else if (rd && !empty)
            cnt <= cnt - 1'b1;
    end
endmodule
==> flow/run.sh <==
#!/bin/bash
# OpenROAD 26Q1-2900-gdf79404cd8, Yosys 0.63+post, stock flow scripts
make -C /OpenROAD-flow-scripts/flow DESIGN_CONFIG=/design/flow/config.mk WORK_HOME=/design/flow/orfs finish
==> flow/config.mk <==
export PLATFORM = sky130hd
export DESIGN_NAME = fifo
export DESIGN_NICKNAME = fifo
export VERILOG_FILES = /design/flow/design.v
export SDC_FILE = /design/flow/constraint.sdc
export NUM_CORES = 4
export LEC_CHECK = 1
export CORE_AREA = 10 10 70 70
export DIE_AREA = 0 0 80 80
==> flow/constraint.sdc <==
current_design fifo

set clk_period 1.6
set clk_io_pct 0.2

create_clock -name clk0 -period $clk_period [get_ports {clk}]

set non_clock_inputs [all_inputs -no_clocks]
set_input_delay [expr $clk_period * $clk_io_pct] -clock clk0 $non_clock_inputs
set_output_delay [expr $clk_period * $clk_io_pct] -clock clk0 [all_outputs]
==> results_slide.txt <==
Flow Results at a Glance

Floorplanning
  • Die Ht: 80 um
  • Row cnt: 21
  • Placeable core area: ~0.0034 sq mm
  • Die area: 0.00640 sq mm
  • Die W: ~80 um
  • Initial Util: 0.0722
  • Io pins: 13

Power
  • Cell internal pwr: 595 uW
  • Sw frac: 0.315
  • Combinational power share: 0.599
  • Sequential power share: 0.260
  • Power Dens Cells: 1680 mW/mm^2
  • Leak pwr: 0.215 nW
  • Clk pwr share: 0.141
  • P_sw: approximately 270 uW
  • Total chip power: 869 uW
  • Peak VDD IR: roughly 0.00031 V

Detailed routing
  • Initial drt markers: 10
  • Vias: 232
  • Post-route DRC: 0
  • Final wirelength: a little under 600 um
  • Antenna Diode Count: 0
  • Final antenna-violating net count: 0
  • Routed wire per std cell: 6.83 um
  • DRT Pass-1 Iters: 3
  • Via/cell ratio: roughly 2.7

Final timing
  • RSZ-0062 raised after global routing: true
  • Hold WS: 0.874 ns
  • Period minus WS final: 1.58 ns
  • Final Max Slew Viols: 0
  • Tightest Pin Transition: between 0.5 and 0.6 ns
  • Max-slew headroom: 0.628
  • Final hold vios: 0
  • Worst Setup Slack, final: 0.0185 ns
  • Final worst-path cycle share: 0.988
  • Final setup fails: 0
  • F_max: 632 MHz
  • Worst Skew: 0.00116 ns

Setup path
  • Critical path's top delay family: flip-flops
  • CP Class: flop to flop
  • CP Launch Type: flop
  • Critical-path cell list: and4_1 > nand2b_4 > ha_4 > a21o_1 > a21oi_2 > xnor2_1
  • Slowest CP cell: edfxtp_1
  • Crit path DRT: 1.58 ns
  • Worst stage delay on the critical path: 0.39 ns
  • Crit path max fanout: 4
  • Critical Path Sink Type: flop
  • Critical Path AT: roughly 1.6 ns
  • CP bufs+invs: 0

Clock network
  • Root Driver: clkbuf_4
  • Cts bufs inserted: 3
  • Hold_buf cts: 0
  • CTS tree: done
  • Reg clk slew, reported paths: 0.04 ns
  • Longest Clk Path Bufs: 2
  • H-tree Lvls: 1
  • Clock Sinks: 4
  • Late-Pin Clk Latency: 0.23 ns

Synth
  • Ys flops: 4
  • Top cell type by instance count after synthesis: edfxtp_1
  • Seq share, synth: 0.487
  • Area leader, netlist: edfxtp_1
  • YS warnings: 1
  • Top cells by count, synth: edfxtp_1, ha_1, inv_1, xor2_1
  • Max-area cell share: 0.487
  • Top cells by area: edfxtp_1, ha_1, fa_1
  • Post-synth cell types: 13
  • Yosys chip area: approximately 250 sq um
  • Syn_area_per_cell: about 13 sq um
  • Dominant register cell: edfxtp_1
  • Syn Inst Count: 19
  • EDFF count, synth: 4
  • Mapped cell area: 246 sq um
  • Number of cells in Yosys stat: 19
  • Post-synth ARST share: 0

Placement
  • DP Worst Slack: -0.164 ns
  • Port Buf Inserts: 4
  • DP HPWL: between 400 and 500 um
  • GP Congestion: 0.727

Global routing
  • Initial antenna violation count: 0
  • Grt total ovfl: 0
  • Global-route wire length before repair: 1030 um
  • GRT Resource Usage Total: 0.0198
  • Largest net degree at the start of global routing: 5
  • Vias in the first global route: 235

Finish
  • Max reg flops: 4
  • Syn-to-layout area delta: 110%
  • Final Core Density: 0.152
  • Layout cells sized above 1: 0.585
  • Biggest regs: cnt x4
  • Biggest register: cnt

Hold path
  • Hold Path Class: flop to flop

Run
  • Maxcap violations: 0
  • Log Warnings: 35

Outcome
  • Status: finished, final reports clean
==> placed cells by master (no fill, tap or decap) <==
cell             instances
clkbuf_2                 1
xor2_1                   2
edfxtp_1                 4
buf_6                    1
clkbuf_4                 3
inv_1                    2
a21o_1                   1
ha_4                     1
nor4_4                   1
nand2b_4                 1
ha_1                     1
fa_2                     1
and4_1                   1
dlygate4sd2_1            1
a41oi_1                  1
xnor2_1                  1
o21ai_0                  1
buf_4                   14
clkdlybuf4s50_1          2
a21oi_2                  1
==> per-layer routing <==
| metal | share of wire | global-route usage | vias up |
|---|---|---|---|
| met5 | 0 | 0 | - |
| met4 | 0.032 | 0.00880 | 0 |
| met3 | 0.079 | 0.0136 | 2 |
| met1 | 0.42 | 0.0244 | 107 |
| met2 | 0.46 | 0.0257 | 7 |
| li1 | - | - | 116 |
==> cell families (layout without fill, tap and decap cells) <==
family / Yosys count / in the layout / synth area share
and+or+nand+nor: 3 / 3 / 0.0863
xor gates and xnor gates: 3 / 3 / 0.107
adders and majority gates: 3 / 3 / 0.183
DFF: 4 / 4 / 0.487
AOI/OAI and AO/OA: 4 / 4 / 0.107
buffers and inverters: 2 / 24 / 0.0305
==> worst reg2reg max path, delay by kind of cell (launching register included) <==
kind / cells / cell delay (ns)
DFF: 1 / 0.39
adders and majority gates: 1 / 0.21
AOI/OAI and AO/OA: 2 / 0.27
xor gates and xnor gates: 1 / 0.07
and+or+nand+nor: 2 / 0.38
==> per-stage QoR <==
step	instance area, sq um	std cells	TNS (ns)
after CTS	519	87	0
after global placement	435	78	-0.472
final	518	87	0
after global routing	518	87	-0.0456
after detailed placement	435	78	-0.500
after floorplan	270	19	-0.00861
==> cell type report <==
type / count / area (sq um)
clock buffers: 3 / 22.5
fillers: 382 / 2900
inverters: 2 / 7.51
multi-input cells: 13 / 160
flip-flops and latches: 4 / 120
well taps: 46 / 57.6
repair buffers: 19 / 150
==> power by group through the flow <==
stage / registers [mW] / clock network, mW / logic, mW
CTS: 0.221 / 0.129 / 0.519
global route: 0.228 / 0.140 / 0.582
finish: 0.226 / 0.123 / 0.521
==> what timing repair did <==
action / 4_1_cts / 5_1_grt
endpoints found under the setup margin: 4 / 3
gates cloned: 0 / 0
gates resized: 6 / 2
pin swaps: 2 / 2
buffers inserted: 6 / 0
==> final timing paths <==
check,start,end,slack [ns],cells past startpoint
max reg2reg,cnt[1]$_DFFE_PP_,cnt[3]$_DFFE_PP_,0.02,6
max,cnt[1]$_DFFE_PP_,cnt[3]$_DFFE_PP_,0.02,6
min,cnt[0]$_DFFE_PP_,cnt[0]$_DFFE_PP_,0.87,4
min reg2reg,cnt[0]$_DFFE_PP_,cnt[0]$_DFFE_PP_,0.87,4
Power figures rest on the tool's default switching activity, not on a simulated workload.
